### flow/config.mk
export PLATFORM = sky130hd
export DESIGN_NAME = UART_tx
export DESIGN_NICKNAME = UART_tx
export VERILOG_FILES = /design/flow/design.v
export SDC_FILE = /design/flow/constraint.sdc
export NUM_CORES = 4
export LEC_CHECK = 1
export CORE_AREA = 10 10 104 104
export DIE_AREA = 0 0 114 114
### flow/design.v
module UART_tx(clk,rst_n,TX,trmt,tx_data,tx_done);
input clk,rst_n;		 
input trmt;			 
input [7:0] tx_data;	 
output TX, tx_done;		 
reg state,nxt_state;	 
reg [8:0] shift_reg;	 
reg [3:0] bit_cnt;		 
reg [11:0] baud_cnt;		 
reg tx_done;			 
reg load, trnsmttng;		 
wire shift;
localparam IDLE = 1'b0;
localparam TX_STATE = 1'b1;
always @(posedge clk or negedge rst_n)
  if (!rst_n)
    state <= IDLE;
  else
    state <= nxt_state;
always @(posedge clk or negedge rst_n)
  if (!rst_n)
    bit_cnt <= 4'b0000;
  else if (load)
    bit_cnt <= 4'b0000;
  else if (shift)
    bit_cnt <= bit_cnt+1;
always @(posedge clk or negedge rst_n)
  if (!rst_n)
    baud_cnt <= 2604;
  else if (load || shift)
    baud_cnt <= 2604;			 
  else if (trnsmttng)
    baud_cnt <= baud_cnt-1;		 
always @(posedge clk or negedge rst_n)
  if (!rst_n)
    shift_reg <= 9'h1FF;		 
  else if (load)
    shift_reg <= {tx_data,1'b0};	 
  else if (shift)
    shift_reg <= {1'b1,shift_reg[8:1]};	 
always @(posedge clk or negedge rst_n)
  if (!rst_n)
    tx_done <= 1'b0;
  else if (trmt)
    tx_done <= 1'b0;
  else if (bit_cnt==4'b1010)
    tx_done <= 1'b1;
always @(state,trmt,shift,bit_cnt)
  begin
    load         = 0;
    trnsmttng = 0;
    nxt_state    = IDLE;	 
    case (state)
      IDLE : begin
        if (trmt)
          begin
            nxt_state = TX_STATE;
            load = 1;
          end
        else nxt_state = IDLE;
      end
      default : begin		 
        if (bit_cnt==4'b1010)
          nxt_state = IDLE;
        else
          nxt_state = TX_STATE;
        trnsmttng = 1;
      end
    endcase
  end
assign shift = ~|baud_cnt;
assign TX = shift_reg[0];		 
endmodule
### flow/constraint.sdc
current_design UART_tx

set clk_period 2.3
set clk_io_pct 0.2

create_clock -name clk0 -period $clk_period [get_ports {clk}]

set non_clock_inputs [all_inputs -no_clocks]
set_input_delay [expr $clk_period * $clk_io_pct] -clock clk0 $non_clock_inputs
set_output_delay [expr $clk_period * $clk_io_pct] -clock clk0 [all_outputs]
### flow/run.sh
#!/bin/bash
# OpenROAD 26Q1-2900-gdf79404cd8, Yosys 0.63+post, stock flow scripts
make -C /OpenROAD-flow-scripts/flow DESIGN_CONFIG=/design/flow/config.mk WORK_HOME=/design/flow/orfs finish
==> metrics.txt <==
# HELP chip_impl_metric Physical implementation figures
# TYPE chip_impl_metric gauge
chip_impl_info{name="cp_top_family",value="simple AND/OR/NAND/NOR gates"} 1
chip_impl_metric{name="chip_area",unit="mm²"} 0.0130
chip_impl_metric{name="yosysUniqueCellTypes",unit=""} 32
chip_impl_info{name="setup.worst_path.end",value="bit_cnt[3]"} 1
chip_impl_metric{name="final-seq-area",unit="µm²"} 693
chip_impl_metric{name="static-leakage-power",unit="nW"} 0.687
chip_impl_metric{name="comb_gate_area",unit="µm²"} 592
chip_impl_metric{name="max_slew_margin",unit="%"} 68.5
chip_impl_metric{name="rows",unit=""} 34
chip_impl_metric{name="cell_count_in_the_yosys_report",unit=""} 132
chip_impl_metric{name="die.size.x",unit="µm"} 114
chip_impl_metric{name="clkPwrFrac",unit="%"} 16.7
chip_impl_metric{name="vias_after_detailed_routing",unit=""} 923
chip_impl_info{name="worstReg2RegStart",value="baud_cnt[0]"} 1
chip_impl_metric{name="port_buffers",unit=""} 12
chip_impl_info{name="clockRootBuffer",value="sky130_fd_sc_hd__clkbuf_8"} 1
chip_impl_info{name="outcome",value="completed"} 1
chip_impl_metric{name="timing.final.crit_share",unit="%"} 87.3
chip_impl_metric{name="setup_total_negative_slack",unit="ns"} 0
chip_impl_metric{name="numClockSinks",unit=""} 27
chip_impl_info{name="crit-reg2reg-capture",value="bit_cnt[3]"} 1
chip_impl_metric{name="synthesis.area_per_instance",unit="µm²"} 10.1
chip_impl_info{name="worstSetupPathType",value="reg -> reg"} 1
chip_impl_metric{name="synth_area",unit="mm²"} 0.00134
chip_impl_metric{name="avgRoutedWirePerCell",unit="µm"} 9.37
chip_impl_metric{name="utilization",unit="%"} 18.9
chip_impl_metric{name="cts.repair.resized",unit=""} 0
chip_impl_metric{name="crit_required",unit="ns"} 2.50
chip_impl_info{name="tritoncts",value="yes"} 1
chip_impl_info{name="cp-startpoint",value="baud_cnt[0]"} 1
chip_impl_metric{name="worst-endpoint-arrival",unit="ns"} 2.21
chip_impl_metric{name="dr.pass1.iters",unit=""} 4
chip_impl_metric{name="detailedRoute.firstIterationViolations",unit=""} 41
chip_impl_metric{name="dp.final_hpwl",unit="mm"} 1.80
chip_impl_metric{name="p_per_area",unit="mW/mm²"} 963
chip_impl_metric{name="seq_power_share",unit="%"} 55.2
chip_impl_metric{name="ys_ff",unit=""} 27
chip_impl_metric{name="clkSlewWorstSetupHoldPaths",unit="ns"} 0.09
chip_impl_metric{name="achievable-frequency",unit="MHz"} 498
chip_impl_info{name="path_cells",value="inv_1 -> ha_1 -> or4b_1 -> or3_1 -> or3_1 -> a21oi_1"} 1
chip_impl_metric{name="h-tree-depth",unit=""} 1
chip_impl_metric{name="internal-power",unit="mW"} 1.09
chip_impl_metric{name="worstMarginPinSlew",unit="ns"} 0.468
chip_impl_metric{name="warnings",unit=""} 26
chip_impl_metric{name="cts_inserted_buffers",unit=""} 3
chip_impl_metric{name="grt_pass1_wl",unit="mm"} 4.26
chip_impl_metric{name="vias_per_cell",unit=""} 3.63
chip_impl_metric{name="hold_violations",unit=""} 0
chip_impl_metric{name="global_route.overflow_total",unit=""} 0
chip_impl_info{name="crit_path_frequent_cell",value="sky130_fd_sc_hd__or3_1"} 1
chip_impl_metric{name="skew",unit="ns"} 0.00656
chip_impl_metric{name="fp-utilization",unit="%"} 15.4
chip_impl_metric{name="late_pin_clk_latency",unit="ns"} 0.27
chip_impl_metric{name="drc",unit=""} 0
chip_impl_metric{name="first_global_vias",unit=""} 973
chip_impl_metric{name="drt_wl_total",unit="mm"} 2.38
chip_impl_metric{name="largest_net_degree_at_the_start_of_global_routing",unit=""} 28
chip_impl_metric{name="n_fill_cell",unit=""} 975
chip_impl_metric{name="grt_antenna_before_repair",unit=""} 0
chip_impl_metric{name="holdBufCountCts",unit=""} 0
chip_impl_metric{name="maxSlewViolCount",unit=""} 0
chip_impl_metric{name="timing.critical_path.fanout_max",unit=""} 5
chip_impl_info{name="worstSetupEndpointType",value="flip-flop"} 1
chip_impl_metric{name="timing.hold.ws",unit="ns"} 0.508
chip_impl_metric{name="rr_worst_depth",unit=""} 6
chip_impl_metric{name="max_cap_viol_count",unit=""} 0
chip_impl_info{name="worst_path_max_delay_cell",value="sky130_fd_sc_hd__or4b_1"} 1
chip_impl_metric{name="power.switching_fraction",unit="%"} 30.8
chip_impl_metric{name="proportion_of_power_drawn_by_combinational_gates",unit="%"} 28.1
chip_impl_info{name="min-delay-path-class",value="reg -> reg"} 1
chip_impl_metric{name="setup_viol_count_final",unit=""} 0
chip_impl_metric{name="area.growth.synth_to_final",unit="%"} 22.5
chip_impl_metric{name="yosys_warnings",unit=""} 1
chip_impl_metric{name="power.net_switching",unit="mW"} 0.486
chip_impl_metric{name="number_of_buffers_between_clock_root_and_the_deepest_sink",unit=""} 2
chip_impl_metric{name="postSynthCellCount",unit=""} 132
chip_impl_metric{name="ant_nets",unit=""} 0
chip_impl_metric{name="critPathBufInv",unit=""} 1
chip_impl_metric{name="die_h",unit="µm"} 114
chip_impl_metric{name="boundaryPins",unit=""} 13
chip_impl_metric{name="worst-path-stages",unit=""} 6
chip_impl_metric{name="critPathMaxStageDelay",unit="ns"} 0.42
chip_impl_info{name="rsz0062_at_grt",value="no"} 1
chip_impl_metric{name="grtUsageTotal",unit="%"} 3.70
chip_impl_metric{name="irDropWorstVdd",unit="mV"} 0.353
chip_impl_metric{name="r2r_slack",unit="ns"} 0.29
chip_impl_metric{name="period_needed",unit="ns"} 2.01
chip_impl_metric{name="drive_above_1_share",unit="%"} 18.5
chip_impl_metric{name="fp.coreArea",unit="mm²"} 0.00868
chip_impl_metric{name="route.antenna.diode_count",unit=""} 0
chip_impl_metric{name="largest_register_ffs",unit=""} 12
chip_impl_metric{name="ys_chip_area",unit="mm²"} 0.00134
chip_impl_metric{name="final_replace_weighted_congestion",unit=""} 0.774
chip_impl_metric{name="post_cts_repair_setup_buffers",unit=""} 0
chip_impl_metric{name="min_delay_path_depth",unit=""} 2
chip_impl_info{name="setup.worst_path.start_class",value="flip-flop"} 1
chip_impl_metric{name="synth_sequential_area_ratio",unit="%"} 51.8
-- how the worst min path moves through the flow --
stage       startpoint      endpoint
4_1_cts        tx_done       tx_done
6_report       tx_done       tx_done
5_1_grt   shift_reg[8]  shift_reg[8]
-- logic make-up (layout without fill, tap and decap cells) --
kind of cell	Yosys count	in the layout	share of synthesized area (%)
adders and majority gates	3	3	2.81
AOI/OAI and AO/OA	15	15	6.08
DFF	27	27	51.8
buffers and inverters	11	25	3.93
muxes	9	9	6.83
and+or+nand+nor	56	56	21.3
xor gates and xnor gates	11	11	7.20
-- metrics by stage --
stage               worst slack (ns)  cell area [µm²]  std cells  total power, mW
floorplan                      0.296             1340        132             1.20
global placement               0.331             1590        250             1.32
detailed placement             0.303             1590        250             1.33
CTS                            0.287             1640        254             1.60
global route                   0.161             1640        254             1.71
finish                         0.292             1640        254             1.58
-- cells in the final DEF, fill, tap and decap left out, drive strengths merged, types with 3 or more instances in the layout --
master         synthesis  routed
dfrtp                 13      13
nor2                  21      21
mux2i                  8       8
or3                    4       4
a21oi                 11      11
nor4                   3       3
xnor2                  6       6
clkdlybuf4s50          0      12
dfstp                 14      14
inv                    4       4
clkbuf                 3       3
ha                     3       3
buf                    4       5
xor2                   5       5
nand2                 11      11
-- final cells by class --
type / instances / share of cell area [%]
well taps: 108 / 8.24
clock buffers: 3 / 2.52
flip-flops and latches: 27 / 42.3
clock inverters: 1 / 0.305
inverters: 4 / 0.916
multi-input cells: 94 / 36.1
repair buffers: 17 / 9.62
-- layer usage --
metal	global-route usage, %	part of all wire, %	wire [µm]	vias to the layer above
met4	0.919	2.3	54	0
met1	5.02	51	1210	437
met3	0.266	1.2	28	2
met2	6.26	46	1090	12
li1	-	-	-	472
met5	0	0	0	-
-- power groups by stage --
stage / registers (mW) / clock network, mW / logic [mW]
after CTS: 0.874 / 0.277 / 0.451
after global routing: 0.904 / 0.298 / 0.505
final: 0.871 / 0.263 / 0.444
-- worst reg2reg max path, delay by kind of cell (launching register included) --
family / cells / cell delay [ns]
buf+inv: 1 / 0.06
compound gates: 1 / 0.14
flops: 1 / 0.40
simple gates: 3 / 1.16
fa+ha+maj: 1 / 0.18
-- cell usage after synthesis (all sizes together) --
library cell | instances | share of area, %
nor3b | 1 | 0.56
or4b | 2 | 1.5
xnor2 | 6 | 3.9
inv | 4 | 1.1
nand4 | 1 | 0.47
or4 | 1 | 0.84
nor2b | 2 | 0.94
a21oi | 11 | 4.1
dfrtp | 13 | 24
or3 | 4 | 1.9
nor4 | 3 | 1.4
nand3 | 2 | 0.75
clkbuf | 3 | 0.84
or2 | 1 | 0.47
buf | 4 | 2.0
xor2 | 5 | 3.3
nor4b | 1 | 0.65
mux2 | 1 | 0.84
nand2 | 11 | 3.1
nor3 | 2 | 0.75
dfstp | 14 | 28
o21ai | 2 | 0.75
o21a | 1 | 0.56
o22a | 1 | 0.65
mux2i | 8 | 6.0
ha | 3 | 2.8
nor2 | 21 | 5.9
nand2b | 1 | 0.47
and2 | 2 | 0.94
nor4bb | 1 | 0.75
No activity file was given, so power comes from the tool's default toggle rates.
