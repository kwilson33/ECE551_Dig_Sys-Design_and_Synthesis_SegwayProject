File: /design/flow/run.sh
#!/bin/bash
# OpenROAD 26Q1-2900-gdf79404cd8, Yosys 0.63+post, stock flow scripts
make -C /OpenROAD-flow-scripts/flow DESIGN_CONFIG=/design/flow/config.mk WORK_HOME=/design/flow/orfs finish
File: /design/flow/config.mk
export PLATFORM = sky130hd
export DESIGN_NAME = PiezoTest
export DESIGN_NICKNAME = PiezoTest
export VERILOG_FILES = /design/flow/design.v
export SDC_FILE = /design/flow/constraint.sdc
export NUM_CORES = 4
export LEC_CHECK = 1
export CORE_UTILIZATION = 30
File: /design/flow/design.v
module PiezoTest(clk,RST_n,en_steer,ovr_spd,batt_low,piezo,piezo_n);
input clk,RST_n;
input en_steer;		 
input ovr_spd; 		 
input batt_low;		 
output piezo;		 
output piezo_n;		 
wire rst_n;
  rst_synch iRST(.clk(clk),.RST_n(RST_n),.rst_n(rst_n));
  piezo		iP(.clk(clk), .rst_n(rst_n), .norm_mode(en_steer), .ovr_spd(ovr_spd), 
			   .batt_low(batt_low), .piezo(piezo), .piezo_n(piezo_n));  
endmodule
module piezo(clk, rst_n, norm_mode, ovr_spd, batt_low, piezo, piezo_n);
	input clk,rst_n;
	input norm_mode,ovr_spd,batt_low;
	output piezo,piezo_n;
	reg [25:0]timer;
	wire norm_mode_wave,ovr_spd_wave,batt_low_wave;
	wire norm_tone_dur,warn_tone1_dur,warn_tone2_dur; 
	always_ff @(posedge clk,negedge rst_n)
	  if (!rst_n) timer <= 0;
	  else timer <= timer + 1;
	assign norm_mode_wave = timer[16];	 
	assign ovr_spd_wave = timer[14];	 
	assign batt_low_wave = timer[15];	 
	assign norm_tone_dur = &timer[25:24];	 
	assign warn_tone1_dur = timer[24];	 
	assign warn_tone2_dur = timer[23];	 
	assign piezo = (ovr_spd & batt_low) ? (ovr_spd_wave & warn_tone2_dur):
		       ovr_spd	 ? (ovr_spd_wave & warn_tone1_dur)  :
		       batt_low	 ? (batt_low_wave & norm_tone_dur) :
		       norm_mode ? (norm_mode_wave & norm_tone_dur):
		       0;
	assign piezo_n = ~piezo;
endmodule
module rst_synch(RST_n, clk, rst_n);
	input RST_n, clk;
	output  rst_n;
	reg reg1, rst_n;
	always @(negedge clk, negedge RST_n) begin
		if (!RST_n) begin
			reg1 <= 0;
			rst_n <= 0;
		end
		else begin
			reg1 <= 1'b1;  
			rst_n <= reg1;
		end
	end
endmodule
File: /design/flow/constraint.sdc
current_design PiezoTest

set clk_period 1.5
set clk_io_pct 0.2

create_clock -name clk0 -period $clk_period [get_ports {clk}]

set non_clock_inputs [all_inputs -no_clocks]
set_input_delay [expr $clk_period * $clk_io_pct] -clock clk0 $non_clock_inputs
set_output_delay [expr $clk_period * $clk_io_pct] -clock clk0 [all_outputs]
==> results.yml <==
# generated from flow reports
outcome:
  status: "finished, violations left"
  violations: "negative setup slack"
synthesis:
  topCellsByArea: "dfrtp_1 (53%), xnor2_1 (11%), xor2_1 (5.7%), nand4_1 (5.1%), dfrtn_1 (4.1%)"
  synth_top_cell_by_area: "dfrtp_1"
  ys_area_um2: 1230
  synth_seq_share_pct: 56.8
  ys_types: 21
  synth_flops: 28
  synth_top_area_share_pct: 52.7
  ys_cells: 105
  syn-instance-count: 105
  synth_area_um2: 1230
  avgSynthCellArea_um2: 11.7
  ys_warn_count: 2
detailed_routing:
  firstDrtPassIters: 4
  routed_wl_um: 2100
  vias_per_cell: 4.71
  drt_iter0_markers: 17
  antennaDiodeCount: 0
  drc: 0
  wire_per_inst_um: 11.5
  vias: 858
  drtAntennaViolNets: 0
pwr:
  power_density_nw_per_um2: 737
  peakVddDrop_uv: 450
  leakagePower_nw: 0.731
worst_setup_path:
  start_kind: "register"
  worstSetupStartpoint: "iP.timer[16]$_DFF_PN0_"
  rr_endpoint: "iP.timer[21]$_DFF_PN0_"
  required_ns: 1.20
  crit_path_end_kind: "primary output"
  crit_end: "piezo"
  reg2reg_depth: 7
  arrival_ns: 1.27
  r2r_start: "iP.timer[0]$_DFF_PN0_"
  criticalPathCategory: "reg -> out"
  worstPathMaxFanout: 2
  r2r_setup_slack_ns: -0.02
clock_tree:
  clk_pin_slew_ns: 0.09
  hold_buffers: 0
  root_buffer: "clkbuf_8"
  clock_path_buffers: 2
  clkSinkCount: 28
  cts_tree: "built"
  clock.latency.late_pin_ns: 0.27
  numCtsBuffers: 3
  cts_max_level: 1
final_timing:
  fin_skew_ns: 0.0117
  rsz0062_at_grt: "true"
  setup_viol_count_final: 4
  fin_ws_ns: -0.0659
  fin_crit_sh_pct: 104
  hold_viol: 0
  slew_viol_final: 0
  fmax_ghz: 0.639
  timing.final.crit_period_ns: 1.57
floorplanning:
  die_y_um: 66.1
  fp.coreArea_um2: 3800
  die-area_um2: 4370
  core_util_floorplan_pct: 32.5
  die-width_um: 66.1
  io_pins: 7
  fp-row-count: 22
global_routing:
  grt_pass1_wl_um: 3750
  overflow: 0
  antenna_found_initial: 0
  grt_pass1_vias: 878
  track_usage_pct: 11.4
  grt_max_degree: 16
job:
  maxCapViolations: 0
  warnings: 28
finish:
  syn_to_final_growth_pct: 30.1
  layout-drive-gt1-share_pct: 29.9
  layout_top_cells: "dfrtp_1 (25), buf_4 (17), xnor2_1 (14), nand4_1 (10)"
  stdcell_area_um2: 1610
  lay_top_count: "dfrtp_1"
place:
  gp_congestion: 0.865
  post_dp_cell_area_um2: 1460
  port_buffers: 6
  dpl_worst_slack_ns: -0.500
  post-dp-hpwl_um: 1470
min_path:
  hold_path.class: "reg -> reg"
[worst max-delay path: stages, from the launching register on]
cell and delay (ns):
dfrtp_1 0.35, nand2_1 0.06, nor2_1 0.11, a21oi_2 0.05, buf_4 0.13, o32ai_2 0.18
buf_2 0.12
[cells in the mapped netlist]
master   count
nor3_2       1
dfrtn_1      2
or3_4        1
xor2_1       8
nor4_1       2
mux2i_1      1
inv_1        2
o32ai_1      1
o32a_1       1
nor4_4       1
ha_1         1
dfrtp_1     26
a21oi_1      1
and3_1       4
nand3_2      2
nand4_1     10
nand3_1     10
nor2_1       7
conb_1       1
nand2_1      7
xnor2_1     16
[registers in the layout, summed over array words and instances (netlist names)]
register and count:
iRST.reg1 1, iRST.rst_n 1, iP.timer 26
[worst min path at each step]
| stage | from | to | slack (ns) | depth (start not counted) |
|---|---|---|---|---|
| CTS | iRST.reg1$_DFF_NN0_ | iRST.rst_n$_DFF_NN0_ | 0.30 | 0 |
| global route | iRST.reg1$_DFF_NN0_ | iRST.rst_n$_DFF_NN0_ | 0.31 | 0 |
| finish | iRST.reg1$_DFF_NN0_ | iRST.rst_n$_DFF_NN0_ | 0.30 | 0 |
[cell families (layout without fill, tap and decap cells)]
| family | after synthesis | count (layout) | share of synthesized area [%] |
|---|---|---|---|
| and+or+nand+nor | 45 | 45 | 21.5 |
| other | 1 | 1 | 0.304 |
| DFF | 28 | 28 | 56.8 |
| xor gates and xnor gates | 24 | 24 | 17.0 |
| buffers and inverters | 2 | 31 | 0.609 |
| muxes | 1 | 1 | 0.811 |
| adders and majority gates | 1 | 1 | 1.01 |
| AOI/OAI and AO/OA | 3 | 3 | 1.93 |
[through the flow]
step | total power, mW | cells | hold slack (ns) | util, % | TNS, ns
global route | 1.24 | 182 | 0.313 | 42.3 | -0.627
global placement | 0.803 | 173 | 0.298 | 38.4 | -0.930
finish | 1.18 | 182 | 0.300 | 42.3 | -0.122
floorplan | 0.783 | 105 | 0.292 | - | -3.96
detailed placement | 0.804 | 173 | 0.302 | 38.4 | -0.982
CTS | 1.21 | 179 | 0.303 | 39.9 | -0.0999
[final cells by class]
| class | count | area, um^2 |
|---|---|---|
| timing repair buffer | 25 | 198 |
| sequential | 28 | 702 |
| clock buffer | 4 | 45.0 |
| tap | 48 | 60.1 |
| fill | 341 | 2190 |
| multi-input combinational | 75 | 593 |
| inverter | 2 | 7.51 |
[power breakdown]
group,switching [mW],total [mW],internal [mW]
combinational,0.0175,0.0288,0.0113
sequential,0.00101,0.758,0.757
clock,0.207,0.397,0.190
total,0.226,1.18,0.958
[repair_timing]
item / in CTS / in global routing
endpoints found under the hold margin: 0 / 0
endpoints found under the setup margin: 2 / 13
pin swaps: 4 / 11
setup buffers: 2 / 4
gates resized: 9 / 14
[metal layers]
| metal | wire length (um) | part of all wire, % | vias up | track usage, % |
|---|---|---|---|---|
| li1 | - | - | 424 | - |
| met1 | 1050 | 50 | 411 | 17.7 |
| met4 | 0 | 0 | 0 | 0.798 |
| met2 | 946 | 45 | 23 | 17.9 |
| met3 | 102 | 4.9 | 0 | 2.10 |
| met5 | 0 | 0 | - | 0 |
Power is estimated from default activity; no workload was simulated.
